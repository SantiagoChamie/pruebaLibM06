### design/flow/run.sh
#!/bin/bash
# OpenROAD 26Q1-2900-gdf79404cd8, Yosys 0.63+post, stock flow scripts
make -C /OpenROAD-flow-scripts/flow DESIGN_CONFIG=/design/flow/config.mk WORK_HOME=/design/flow/orfs finish
### design/flow/config.mk
export PLATFORM = sky130hd
export DESIGN_NAME = CC_LEVEL_DATAHANDLER
export DESIGN_NICKNAME = CC_LEVEL_DATAHANDLER
export VERILOG_FILES = /design/flow/design.v
export SDC_FILE = /design/flow/constraint.sdc
export NUM_CORES = 4
export LEC_CHECK = 1
export CORE_AREA = 10 10 70 70
export DIE_AREA = 0 0 80 80
### design/flow/constraint.sdc
current_design CC_LEVEL_DATAHANDLER

set clk_period 3.7
set clk_io_pct 0.2

create_clock -name clk0 -period $clk_period

set non_clock_inputs [all_inputs -no_clocks]
set_input_delay [expr $clk_period * $clk_io_pct] -clock clk0 $non_clock_inputs
set_output_delay [expr $clk_period * $clk_io_pct] -clock clk0 [all_outputs]
### design/flow/design.v
module CC_LEVEL_DATAHANDLER (
	CC_LEVEL_DATAHANDLER_LevelData_OutBus,
	CC_LEVEL_DATAHANDLER_LvlProgress,
	CC_LEVEL_DATAHANDLER_CurrentLvl
);
parameter LEVEL_DATAHANDLER_DATAWIDTH 			= 8;
parameter CURRENTLEVEL_DATAWIDTH					= 3;
parameter LEVELPROGRESS_DATAWIDTH				= 5;
parameter DATALVL1_COUNT0   	= 8'b00100000;
parameter DATALVL1_COUNT1   	= 8'b10000000;
parameter DATALVL1_COUNT2   	= 8'b00100000;
parameter DATALVL1_COUNT3   	= 8'b00010000;
parameter DATALVL1_COUNT4   	= 8'b01000000;
parameter DATALVL1_COUNT5   	= 8'b00100000;
parameter DATALVL1_COUNT6   	= 8'b00100000;
parameter DATALVL1_COUNT7   	= 8'b00100000;
parameter DATALVL1_COUNT8   	= 8'b00010000;
parameter DATALVL1_COUNT9 	   = 8'b01000000;
parameter DATALVL2_COUNT0   	= 8'b00100000;
parameter DATALVL2_COUNT1   	= 8'b10000000;
parameter DATALVL2_COUNT2   	= 8'b00100000;
parameter DATALVL2_COUNT3   	= 8'b00010000;
parameter DATALVL2_COUNT4   	= 8'b01000000;
parameter DATALVL2_COUNT5   	= 8'b00100000;
parameter DATALVL2_COUNT6   	= 8'b00100000;
parameter DATALVL2_COUNT7   	= 8'b00100000;
parameter DATALVL2_COUNT8   	= 8'b00010000;
parameter DATALVL2_COUNT9   	= 8'b01000000;
parameter DATALVL2_COUNT10   	= 8'b10000000;
parameter DATALVL2_COUNT11   	= 8'b00010000;
parameter DATALVL2_COUNT12   	= 8'b00100000;
parameter DATALVL2_COUNT13   	= 8'b00010000;
parameter DATALVL2_COUNT14   	= 8'b10000000;
parameter DATALVL3_COUNT0   	= 8'b00100000;
parameter DATALVL3_COUNT1   	= 8'b10000000;
parameter DATALVL3_COUNT2   	= 8'b00100000;
parameter DATALVL3_COUNT3   	= 8'b00010000;
parameter DATALVL3_COUNT4   	= 8'b01000000;
parameter DATALVL3_COUNT5   	= 8'b00100000;
parameter DATALVL3_COUNT6   	= 8'b00100000;
parameter DATALVL3_COUNT7   	= 8'b00100000;
parameter DATALVL3_COUNT8   	= 8'b00010000;
parameter DATALVL3_COUNT9   	= 8'b01000000;
parameter DATALVL3_COUNT10   	= 8'b10000000;
parameter DATALVL3_COUNT11   	= 8'b00010000;
parameter DATALVL3_COUNT12   	= 8'b00100000;
parameter DATALVL3_COUNT13   	= 8'b00010000;
parameter DATALVL3_COUNT14   	= 8'b10000000;
parameter DATALVL3_COUNT15   	= 8'b00100000;
parameter DATALVL3_COUNT16   	= 8'b00010000;
parameter DATALVL3_COUNT17   	= 8'b10000000;
parameter DATALVL3_COUNT18   	= 8'b01000000;
parameter DATALVL3_COUNT19   	= 8'b00100000;
parameter DATALVL0toLVL1_COUNT0   = 8'b00011000;
parameter DATALVL0toLVL1_COUNT1   = 8'b01111000;
parameter DATALVL0toLVL1_COUNT2   = 8'b11011000;
parameter DATALVL0toLVL1_COUNT3   = 8'b00011000;
parameter DATALVL0toLVL1_COUNT4   = 8'b00011000;
parameter DATALVL0toLVL1_COUNT5   = 8'b00011000;
parameter DATALVL0toLVL1_COUNT6   = 8'b00011000;
parameter DATALVL0toLVL1_COUNT7   = 8'b11111111;
parameter DATALVL1toLVL2_COUNT0   = 8'b00011100;
parameter DATALVL1toLVL2_COUNT1   = 8'b00110110;
parameter DATALVL1toLVL2_COUNT2   = 8'b11100011;
parameter DATALVL1toLVL2_COUNT3   = 8'b00000111;
parameter DATALVL1toLVL2_COUNT4 	 = 8'b00001110;
parameter DATALVL1toLVL2_COUNT5   = 8'b00111000;
parameter DATALVL1toLVL2_COUNT6   = 8'b11100000;
parameter DATALVL1toLVL2_COUNT7 	 = 8'b11111111;
parameter DATALVL2toLVL3_COUNT0   = 8'b00011100;
parameter DATALVL2toLVL3_COUNT1   = 8'b00110110;
parameter DATALVL2toLVL3_COUNT2   = 8'b01100011;
parameter DATALVL2toLVL3_COUNT3   = 8'b00001110;
parameter DATALVL2toLVL3_COUNT4   = 8'b00011100;
parameter DATALVL2toLVL3_COUNT5   = 8'b00001110;
parameter DATALVL2toLVL3_COUNT6   = 8'b00000011;
parameter DATALVL2toLVL3_COUNT7   = 8'b01111110;
output reg [LEVEL_DATAHANDLER_DATAWIDTH-1:0]	CC_LEVEL_DATAHANDLER_LevelData_OutBus;
input		  [LEVELPROGRESS_DATAWIDTH-1:0]	 	CC_LEVEL_DATAHANDLER_LvlProgress;
input 	  [CURRENTLEVEL_DATAWIDTH-1:0]		CC_LEVEL_DATAHANDLER_CurrentLvl;
always @(*)
begin
	case (CC_LEVEL_DATAHANDLER_CurrentLvl)
	1: begin
			if(CC_LEVEL_DATAHANDLER_LvlProgress == 1) CC_LEVEL_DATAHANDLER_LevelData_OutBus 			= DATALVL0toLVL1_COUNT7;
			else if(CC_LEVEL_DATAHANDLER_LvlProgress == 2) CC_LEVEL_DATAHANDLER_LevelData_OutBus 	= DATALVL0toLVL1_COUNT6;
			else if(CC_LEVEL_DATAHANDLER_LvlProgress == 3) CC_LEVEL_DATAHANDLER_LevelData_OutBus 	= DATALVL0toLVL1_COUNT5;
			else if(CC_LEVEL_DATAHANDLER_LvlProgress == 4) CC_LEVEL_DATAHANDLER_LevelData_OutBus 	= DATALVL0toLVL1_COUNT4;
			else if(CC_LEVEL_DATAHANDLER_LvlProgress == 5) CC_LEVEL_DATAHANDLER_LevelData_OutBus 	= DATALVL0toLVL1_COUNT3;
			else if(CC_LEVEL_DATAHANDLER_LvlProgress == 6) CC_LEVEL_DATAHANDLER_LevelData_OutBus 	= DATALVL0toLVL1_COUNT2;
			else if(CC_LEVEL_DATAHANDLER_LvlProgress == 7) CC_LEVEL_DATAHANDLER_LevelData_OutBus 	= DATALVL0toLVL1_COUNT1;
			else if(CC_LEVEL_DATAHANDLER_LvlProgress == 8) CC_LEVEL_DATAHANDLER_LevelData_OutBus 	= DATALVL0toLVL1_COUNT0;
			else CC_LEVEL_DATAHANDLER_LevelData_OutBus = 0;
		end
	2: begin
			if(CC_LEVEL_DATAHANDLER_LvlProgress == 1) CC_LEVEL_DATAHANDLER_LevelData_OutBus 			= DATALVL1_COUNT0;
			else if (CC_LEVEL_DATAHANDLER_LvlProgress == 2) CC_LEVEL_DATAHANDLER_LevelData_OutBus 	= DATALVL1_COUNT1;
			else if (CC_LEVEL_DATAHANDLER_LvlProgress == 3) CC_LEVEL_DATAHANDLER_LevelData_OutBus 	= DATALVL1_COUNT2;
			else if (CC_LEVEL_DATAHANDLER_LvlProgress == 4) CC_LEVEL_DATAHANDLER_LevelData_OutBus 	= DATALVL1_COUNT3;
			else if (CC_LEVEL_DATAHANDLER_LvlProgress == 5) CC_LEVEL_DATAHANDLER_LevelData_OutBus 	= DATALVL1_COUNT4;
			else if (CC_LEVEL_DATAHANDLER_LvlProgress == 6) CC_LEVEL_DATAHANDLER_LevelData_OutBus 	= DATALVL1_COUNT5;
			else if (CC_LEVEL_DATAHANDLER_LvlProgress == 7) CC_LEVEL_DATAHANDLER_LevelData_OutBus 	= DATALVL1_COUNT6;
			else if (CC_LEVEL_DATAHANDLER_LvlProgress == 8) CC_LEVEL_DATAHANDLER_LevelData_OutBus 	= DATALVL1_COUNT7;
			else if (CC_LEVEL_DATAHANDLER_LvlProgress == 9) CC_LEVEL_DATAHANDLER_LevelData_OutBus 	= DATALVL1_COUNT8;
			else if (CC_LEVEL_DATAHANDLER_LvlProgress == 10) CC_LEVEL_DATAHANDLER_LevelData_OutBus = DATALVL1_COUNT9;
			else CC_LEVEL_DATAHANDLER_LevelData_OutBus = 0;
		end
	3: begin
			if(CC_LEVEL_DATAHANDLER_LvlProgress == 1) CC_LEVEL_DATAHANDLER_LevelData_OutBus 			= DATALVL1toLVL2_COUNT7;
			else if(CC_LEVEL_DATAHANDLER_LvlProgress == 2) CC_LEVEL_DATAHANDLER_LevelData_OutBus 	= DATALVL1toLVL2_COUNT6;
			else if(CC_LEVEL_DATAHANDLER_LvlProgress == 3) CC_LEVEL_DATAHANDLER_LevelData_OutBus 	= DATALVL1toLVL2_COUNT5;
			else if(CC_LEVEL_DATAHANDLER_LvlProgress == 4) CC_LEVEL_DATAHANDLER_LevelData_OutBus 	= DATALVL1toLVL2_COUNT4;
			else if(CC_LEVEL_DATAHANDLER_LvlProgress == 5) CC_LEVEL_DATAHANDLER_LevelData_OutBus 	= DATALVL1toLVL2_COUNT3;
			else if(CC_LEVEL_DATAHANDLER_LvlProgress == 6) CC_LEVEL_DATAHANDLER_LevelData_OutBus 	= DATALVL1toLVL2_COUNT2;
			else if(CC_LEVEL_DATAHANDLER_LvlProgress == 7) CC_LEVEL_DATAHANDLER_LevelData_OutBus 	= DATALVL1toLVL2_COUNT1;
			else if(CC_LEVEL_DATAHANDLER_LvlProgress == 8) CC_LEVEL_DATAHANDLER_LevelData_OutBus 	= DATALVL1toLVL2_COUNT0;
			else CC_LEVEL_DATAHANDLER_LevelData_OutBus = 0;
		end
	4: begin
			if(CC_LEVEL_DATAHANDLER_LvlProgress == 1) CC_LEVEL_DATAHANDLER_LevelData_OutBus 			= DATALVL2_COUNT0;
			else if (CC_LEVEL_DATAHANDLER_LvlProgress == 2) CC_LEVEL_DATAHANDLER_LevelData_OutBus 	= DATALVL2_COUNT1;
			else if (CC_LEVEL_DATAHANDLER_LvlProgress == 3) CC_LEVEL_DATAHANDLER_LevelData_OutBus 	= DATALVL2_COUNT2;
			else if (CC_LEVEL_DATAHANDLER_LvlProgress == 4) CC_LEVEL_DATAHANDLER_LevelData_OutBus 	= DATALVL2_COUNT3;
			else if (CC_LEVEL_DATAHANDLER_LvlProgress == 5) CC_LEVEL_DATAHANDLER_LevelData_OutBus 	= DATALVL2_COUNT4;
			else if (CC_LEVEL_DATAHANDLER_LvlProgress == 6) CC_LEVEL_DATAHANDLER_LevelData_OutBus 	= DATALVL2_COUNT5;
			else if (CC_LEVEL_DATAHANDLER_LvlProgress == 7) CC_LEVEL_DATAHANDLER_LevelData_OutBus 	= DATALVL2_COUNT6;
			else if (CC_LEVEL_DATAHANDLER_LvlProgress == 8) CC_LEVEL_DATAHANDLER_LevelData_OutBus 	= DATALVL2_COUNT7;
			else if (CC_LEVEL_DATAHANDLER_LvlProgress == 9) CC_LEVEL_DATAHANDLER_LevelData_OutBus 	= DATALVL2_COUNT8;
			else if (CC_LEVEL_DATAHANDLER_LvlProgress == 10) CC_LEVEL_DATAHANDLER_LevelData_OutBus = DATALVL2_COUNT9;
			else if (CC_LEVEL_DATAHANDLER_LvlProgress == 11) CC_LEVEL_DATAHANDLER_LevelData_OutBus = DATALVL2_COUNT10;
			else if (CC_LEVEL_DATAHANDLER_LvlProgress == 12) CC_LEVEL_DATAHANDLER_LevelData_OutBus = DATALVL2_COUNT11;
			else if (CC_LEVEL_DATAHANDLER_LvlProgress == 13) CC_LEVEL_DATAHANDLER_LevelData_OutBus = DATALVL2_COUNT12;
			else if (CC_LEVEL_DATAHANDLER_LvlProgress == 14) CC_LEVEL_DATAHANDLER_LevelData_OutBus = DATALVL2_COUNT13;
			else if (CC_LEVEL_DATAHANDLER_LvlProgress == 15) CC_LEVEL_DATAHANDLER_LevelData_OutBus = DATALVL2_COUNT14;
			else CC_LEVEL_DATAHANDLER_LevelData_OutBus = 0;
		end
	5: begin
			if(CC_LEVEL_DATAHANDLER_LvlProgress == 1) CC_LEVEL_DATAHANDLER_LevelData_OutBus 			= DATALVL2toLVL3_COUNT7;
			else if(CC_LEVEL_DATAHANDLER_LvlProgress == 2) CC_LEVEL_DATAHANDLER_LevelData_OutBus 	= DATALVL2toLVL3_COUNT6;
			else if(CC_LEVEL_DATAHANDLER_LvlProgress == 3) CC_LEVEL_DATAHANDLER_LevelData_OutBus 	= DATALVL2toLVL3_COUNT5;
			else if(CC_LEVEL_DATAHANDLER_LvlProgress == 4) CC_LEVEL_DATAHANDLER_LevelData_OutBus 	= DATALVL2toLVL3_COUNT4;
			else if(CC_LEVEL_DATAHANDLER_LvlProgress == 5) CC_LEVEL_DATAHANDLER_LevelData_OutBus 	= DATALVL2toLVL3_COUNT3;
			else if(CC_LEVEL_DATAHANDLER_LvlProgress == 6) CC_LEVEL_DATAHANDLER_LevelData_OutBus 	= DATALVL2toLVL3_COUNT2;
			else if(CC_LEVEL_DATAHANDLER_LvlProgress == 7) CC_LEVEL_DATAHANDLER_LevelData_OutBus 	= DATALVL2toLVL3_COUNT1;
			else if(CC_LEVEL_DATAHANDLER_LvlProgress == 8) CC_LEVEL_DATAHANDLER_LevelData_OutBus 	= DATALVL2toLVL3_COUNT0;
			else CC_LEVEL_DATAHANDLER_LevelData_OutBus = 0;
		end
	6: begin
			if(CC_LEVEL_DATAHANDLER_LvlProgress == 1) CC_LEVEL_DATAHANDLER_LevelData_OutBus 			= DATALVL3_COUNT0;
			else if (CC_LEVEL_DATAHANDLER_LvlProgress == 2) CC_LEVEL_DATAHANDLER_LevelData_OutBus 	= DATALVL3_COUNT1;
			else if (CC_LEVEL_DATAHANDLER_LvlProgress == 3) CC_LEVEL_DATAHANDLER_LevelData_OutBus 	= DATALVL3_COUNT2;
			else if (CC_LEVEL_DATAHANDLER_LvlProgress == 4) CC_LEVEL_DATAHANDLER_LevelData_OutBus 	= DATALVL3_COUNT3;
			else if (CC_LEVEL_DATAHANDLER_LvlProgress == 5) CC_LEVEL_DATAHANDLER_LevelData_OutBus 	= DATALVL3_COUNT4;
			else if (CC_LEVEL_DATAHANDLER_LvlProgress == 6) CC_LEVEL_DATAHANDLER_LevelData_OutBus 	= DATALVL3_COUNT5;
			else if (CC_LEVEL_DATAHANDLER_LvlProgress == 7) CC_LEVEL_DATAHANDLER_LevelData_OutBus 	= DATALVL3_COUNT6;
			else if (CC_LEVEL_DATAHANDLER_LvlProgress == 8) CC_LEVEL_DATAHANDLER_LevelData_OutBus 	= DATALVL3_COUNT7;
			else if (CC_LEVEL_DATAHANDLER_LvlProgress == 9) CC_LEVEL_DATAHANDLER_LevelData_OutBus 	= DATALVL3_COUNT8;
			else if (CC_LEVEL_DATAHANDLER_LvlProgress == 10) CC_LEVEL_DATAHANDLER_LevelData_OutBus = DATALVL3_COUNT9;
			else if (CC_LEVEL_DATAHANDLER_LvlProgress == 11) CC_LEVEL_DATAHANDLER_LevelData_OutBus = DATALVL3_COUNT10;
			else if (CC_LEVEL_DATAHANDLER_LvlProgress == 12) CC_LEVEL_DATAHANDLER_LevelData_OutBus = DATALVL3_COUNT11;
			else if (CC_LEVEL_DATAHANDLER_LvlProgress == 13) CC_LEVEL_DATAHANDLER_LevelData_OutBus = DATALVL3_COUNT12;
			else if (CC_LEVEL_DATAHANDLER_LvlProgress == 14) CC_LEVEL_DATAHANDLER_LevelData_OutBus = DATALVL3_COUNT13;
			else if (CC_LEVEL_DATAHANDLER_LvlProgress == 15) CC_LEVEL_DATAHANDLER_LevelData_OutBus = DATALVL3_COUNT14;
			else if (CC_LEVEL_DATAHANDLER_LvlProgress == 16) CC_LEVEL_DATAHANDLER_LevelData_OutBus = DATALVL3_COUNT15;
			else if (CC_LEVEL_DATAHANDLER_LvlProgress == 17) CC_LEVEL_DATAHANDLER_LevelData_OutBus = DATALVL3_COUNT16;
			else if (CC_LEVEL_DATAHANDLER_LvlProgress == 18) CC_LEVEL_DATAHANDLER_LevelData_OutBus = DATALVL3_COUNT17;
			else if (CC_LEVEL_DATAHANDLER_LvlProgress == 19) CC_LEVEL_DATAHANDLER_LevelData_OutBus = DATALVL3_COUNT18;
			else if (CC_LEVEL_DATAHANDLER_LvlProgress == 20) CC_LEVEL_DATAHANDLER_LevelData_OutBus = DATALVL3_COUNT19;
			else CC_LEVEL_DATAHANDLER_LevelData_OutBus = 0;
		end
	default: CC_LEVEL_DATAHANDLER_LevelData_OutBus = 0;
	endcase
end
endmodule 
==> impl_metrics.py <==
# Auto-generated metrics
metrics = {
    "synth": {
        "synth.yosys.seq_area_share_pct": 0,
        "post_synth_instance_area_um2": 752,
        "yosys_warnings": 1,
        "synth.largest_area_cell": "sky130_fd_sc_hd__nor2_1",
        "yosysTopAreaCellShare_pct": 6.99,
        "syn_area_per_cell_um2": 6.48,
        "synth.yosys.num_cells": 116,
        "netlist_instances": 116,
        "ys_chip_area_um2": 752,
        "synthDistinctLibCells": 48,
        "post_synth_main_area_contributors": "sky130_fd_sc_hd__nor2_1 7.0%, sky130_fd_sc_hd__buf_2 6.7%, sky130_fd_sc_hd__nand2b_1 5.8%",
    },
    "route": {
        "detailedRoute.firstIterationViolations": 101,
        "postRouteAntennaNets": 0,
        "antenna-diode-count": 0,
        "routed_wire_length_per_instance_um": 13.3,
        "avgViaCountPerCell": 5.25,
        "drc_errors": 0,
        "dr_total_vias": 913,
        "drt_pre_antenna_iters": 4,
        "drt-total-wl_um": 2320,
    },
    "power_and_ir_drop": {
        "p_leak_nw": 0.330,
        "vdd_ir_drop_max_mv": 0.0262,
        "power_per_cell_area_nw_per_um2": 94.6,
    },
    "finish": {
        "drive_gt1_share_pct": 12.5,
        "synthToLayoutAreaGrowth_pct": 27.3,
        "flop_area_um2": 0,
        "fillers": 386,
        "seq_cells": 0,
        "nClkBuffers": 0,
    },
    "sta": {
        "worst_hold_slack_ps": 2570,
        "final.setup.tns_ps": 0,
        "worst-slew-pin-transition_ps": 434,
        "slew_headroom_pct": 71.0,
        "layout_worst_path_cycle_share_pct": 94.7,
        "final_hold_viol_count": 0,
        "period_minus_slack_ps": 3500,
        "rsz0062_at_grt": "false",
        "maxClockFrequency_mhz": 285,
        "slew_violations": 0,
        "finalSetupViolCount": 0,
    },
    "outcome": {
        "status": "completed",
    },
    "worst_setup_path": {
        "critical_path_arrival_ps": 2760,
        "cp.required_ps": 2960,
        "critical-path-top-cell-by-count": "sky130_fd_sc_hd__clkdlybuf4s50_1",
        "crit_path_start_kind": "primary input",
        "cell_with_the_largest_stage_delay_on_the_worst_path": "sky130_fd_sc_hd__clkdlybuf4s50_1",
        "worst-path-max-fanout": 12,
        "setup.worst_path.end_class": "output pin",
        "setup.worst_path.class": "in -> out",
        "crit_path_cell_trace": "clkdlybuf4s50_1, nand2b_1, o21ai_0, a21oi_1, o31ai_1, clkdlybuf4s50_1",
        "worst_path_largest_cell_delay_ps": 740,
    },
    "hold_path": {
        "timing.hold.worst_path_depth": 4,
        "hold_class": "in -> out",
    },
    "clocking": {
        "cts_hold_buffers": 0,
        "post_cts_buffers": 0,
        "post_cts_resize_count": 0,
    },
    "floorplanning": {
        "design.die.area_um2": 6400,
        "core_util_floorplan_pct": 22.0,
        "top_level_i_o_count": 16,
        "chip_height_um": 80,
        "coreArea_um2": 3420,
        "placementRows": 21,
        "dieWidth_um": 80,
    },
    "global_routing": {
        "grt_antenna_before_repair": 0,
        "gr-total-overflow": 0,
        "grt_max_degree": 22,
        "grt_first_pass_wirelength_um": 3900,
        "gr-usage-all-layers_pct": 7.11,
        "first_global_vias": 798,
    },
    "run": {
        "timing.max_cap.violations": 0,
        "warnings": 32,
    },
    "placement": {
        "place_congestion": 0.932,
        "port_buffers": 16,
        "post-dp-hpwl_um": 1750,
    },
}
-- metal layers --
layer  GRT usage (%)  vias up  share of wire [%]
li1                -      466                  -
met1            10.5      417                 45
met2            10.8       30                 46
met3            1.36        0                9.0
met4           0.176        0                  0
met5               0        -                  0
-- synth_stat cells, drive strengths merged, types with 3 or more instances --
master,n
inv,5
nor3,5
a21oi,6
nand2b,7
and3,3
buf,14
nor2,14
nand2,4
nor4,3
o21ai,10
-- metrics by stage --
step / setup WS, ps / area [um2] / total power, mW / cells / util, %
detailed placement: 188 / 957 / 0.0897 / 174 / 28.0
global placement: 213 / 957 / 0.0910 / 174 / 28.0
floorplan: 1290 / 752 / 0.0596 / 116 / -
CTS: 189 / 957 / 0.0902 / 174 / 28.0
global route: 51.2 / 957 / 0.0999 / 174 / 28.0
finish: 197 / 957 / 0.0905 / 174 / 28.0
-- where the power goes --
part | total (mW) | switching, mW | internal [mW] | leakage (nW)
clock network | 0 | 0 | 0 | 0
logic | 0.0905 | 0.0484 | 0.0421 | 0.330
registers | 0 | 0 | 0 | 0
total | 0.0905 | 0.0484 | 0.0421 | 0.330
-- worst paths after layout --
check / from / slack (ps) / end
setup / recovery: CC_LEVEL_DATAHANDLER_CurrentLvl[2] / 200 / CC_LEVEL_DATAHANDLER_LevelData_OutBus[3]
hold / removal: CC_LEVEL_DATAHANDLER_CurrentLvl[0] / 2570 / CC_LEVEL_DATAHANDLER_LevelData_OutBus[2]
-- cell families (layout without fill, tap and decap cells) --
logic type,after synthesis,in the layout,synth area share (%)
and+or+nand+nor,51,51,40.1
buffers and inverters,19,31,14.1
muxes,1,1,1.33
xor gates and xnor gates,3,3,3.49
AOI/OAI and AO/OA,42,42,40.9
-- critical path, delay by kind of cell --
kind / cells / cell delay (ps)
buffers and inverters: 2 / 1240
AND-OR/OR-AND: 3 / 520
AND/OR/NAND/NOR: 1 / 270
-- cell type report --
type                            instances  area (um2)  area share (%)
Timing Repair Buffer                   26         235            24.6
Multi-Input combinational cell         97         646            67.5
Inverter                                5        18.8            1.96
Tap cell                               46        57.6            6.01
-- cells in the final DEF (no fill, tap or decap), types with 3 or more instances in the layout --
cell,synthesis,final
sky130_fd_sc_hd__inv_1,5,5
sky130_fd_sc_hd__buf_4,2,10
sky130_fd_sc_hd__nor2_1,14,14
sky130_fd_sc_hd__nor3_1,4,4
sky130_fd_sc_hd__nand2b_1,7,7
sky130_fd_sc_hd__and3_1,3,3
sky130_fd_sc_hd__o21ai_1,3,3
sky130_fd_sc_hd__nand2_1,4,4
sky130_fd_sc_hd__nor4_1,3,3
sky130_fd_sc_hd__o21ai_0,7,7
sky130_fd_sc_hd__clkdlybuf4s50_1,0,16
sky130_fd_sc_hd__a21oi_1,6,6
Power and IR drop assume default switching activity.
