[flow/config.mk]
export PLATFORM = sky130hd
export DESIGN_NAME = CC_LEVEL_DATAHANDLER_PLAYER_2
export DESIGN_NICKNAME = CC_LEVEL_DATAHANDLER_PLAYER_2
export VERILOG_FILES = /design/flow/design.v
export SDC_FILE = /design/flow/constraint.sdc
export NUM_CORES = 4
export LEC_CHECK = 1
export CORE_AREA = 10 10 70 70
export DIE_AREA = 0 0 80 80
[flow/constraint.sdc]
current_design CC_LEVEL_DATAHANDLER_PLAYER_2

set clk_period 3.1
set clk_io_pct 0.2

create_clock -name clk0 -period $clk_period

set non_clock_inputs [all_inputs -no_clocks]
set_input_delay [expr $clk_period * $clk_io_pct] -clock clk0 $non_clock_inputs
set_output_delay [expr $clk_period * $clk_io_pct] -clock clk0 [all_outputs]
[flow/design.v]
module CC_LEVEL_DATAHANDLER_PLAYER_2 (
	CC_LEVEL_DATAHANDLER_PLAYER_2_LevelData_OutBus,
	CC_LEVEL_DATAHANDLER_PLAYER_2_LvlProgress,
	CC_LEVEL_DATAHANDLER_PLAYER_2_CurrentLvl
);
parameter LEVEL_DATAHANDLER_DATAWIDTH 			= 8;
parameter CURRENTLEVEL_DATAWIDTH					= 3;
parameter LEVELPROGRESS_DATAWIDTH				= 5;
parameter DATALVL1_COUNT0   	= 8'b00000010;
parameter DATALVL1_COUNT1   	= 8'b00001000;
parameter DATALVL1_COUNT2   	= 8'b00000010;
parameter DATALVL1_COUNT3   	= 8'b00000001;
parameter DATALVL1_COUNT4   	= 8'b00000100;
parameter DATALVL1_COUNT5   	= 8'b00000010;
parameter DATALVL1_COUNT6   	= 8'b00000010;
parameter DATALVL1_COUNT7   	= 8'b00000010;
parameter DATALVL1_COUNT8   	= 8'b00000001;
parameter DATALVL1_COUNT9   	= 8'b00000100;
parameter DATALVL2_COUNT0   	= 8'b00000010;
parameter DATALVL2_COUNT1   	= 8'b00001000;
parameter DATALVL2_COUNT2   	= 8'b00000010;
parameter DATALVL2_COUNT3  	= 8'b00000001;
parameter DATALVL2_COUNT4   	= 8'b00000100;
parameter DATALVL2_COUNT5   	= 8'b00000010;
parameter DATALVL2_COUNT6   	= 8'b00000010;
parameter DATALVL2_COUNT7   	= 8'b00000010;
parameter DATALVL2_COUNT8   	= 8'b00000001;
parameter DATALVL2_COUNT9   	= 8'b00000100;
parameter DATALVL2_COUNT10   	= 8'b00001000;
parameter DATALVL2_COUNT11   	= 8'b00000001;
parameter DATALVL2_COUNT12   	= 8'b00000010;
parameter DATALVL2_COUNT13   	= 8'b00000001;
parameter DATALVL2_COUNT14   	= 8'b00001000;
parameter DATALVL3_COUNT0   	= 8'b00000010;
parameter DATALVL3_COUNT1   	= 8'b00001000;
parameter DATALVL3_COUNT2   	= 8'b00000010;
parameter DATALVL3_COUNT3   	= 8'b00000001;
parameter DATALVL3_COUNT4   	= 8'b00000100;
parameter DATALVL3_COUNT5   	= 8'b00000010;
parameter DATALVL3_COUNT6   	= 8'b00000010;
parameter DATALVL3_COUNT7   	= 8'b00000010;
parameter DATALVL3_COUNT8   	= 8'b00000001;
parameter DATALVL3_COUNT9   	= 8'b00000100;
parameter DATALVL3_COUNT10   	= 8'b00001000;
parameter DATALVL3_COUNT11   	= 8'b00000001;
parameter DATALVL3_COUNT12  	= 8'b00000010;
parameter DATALVL3_COUNT13   	= 8'b00000001;
parameter DATALVL3_COUNT14   	= 8'b00001000;
parameter DATALVL3_COUNT15   	= 8'b00000010;
parameter DATALVL3_COUNT16   	= 8'b00000001;
parameter DATALVL3_COUNT17   	= 8'b00001000;
parameter DATALVL3_COUNT18   	= 8'b00000100;
parameter DATALVL3_COUNT19   	= 8'b00000010;
output reg [LEVEL_DATAHANDLER_DATAWIDTH-1:0]	CC_LEVEL_DATAHANDLER_PLAYER_2_LevelData_OutBus;
input		  [LEVELPROGRESS_DATAWIDTH-1:0]	 	CC_LEVEL_DATAHANDLER_PLAYER_2_LvlProgress;
input 	  [CURRENTLEVEL_DATAWIDTH-1:0]		CC_LEVEL_DATAHANDLER_PLAYER_2_CurrentLvl;
always @(*)
begin
	case (CC_LEVEL_DATAHANDLER_PLAYER_2_CurrentLvl)
	2: begin
			if(CC_LEVEL_DATAHANDLER_PLAYER_2_LvlProgress == 1) CC_LEVEL_DATAHANDLER_PLAYER_2_LevelData_OutBus = DATALVL1_COUNT0;
			else if (CC_LEVEL_DATAHANDLER_PLAYER_2_LvlProgress == 2) CC_LEVEL_DATAHANDLER_PLAYER_2_LevelData_OutBus = DATALVL1_COUNT1;
			else if (CC_LEVEL_DATAHANDLER_PLAYER_2_LvlProgress == 3) CC_LEVEL_DATAHANDLER_PLAYER_2_LevelData_OutBus = DATALVL1_COUNT2;
			else if (CC_LEVEL_DATAHANDLER_PLAYER_2_LvlProgress == 4) CC_LEVEL_DATAHANDLER_PLAYER_2_LevelData_OutBus = DATALVL1_COUNT3;
			else if (CC_LEVEL_DATAHANDLER_PLAYER_2_LvlProgress == 5) CC_LEVEL_DATAHANDLER_PLAYER_2_LevelData_OutBus = DATALVL1_COUNT4;
			else if (CC_LEVEL_DATAHANDLER_PLAYER_2_LvlProgress == 6) CC_LEVEL_DATAHANDLER_PLAYER_2_LevelData_OutBus = DATALVL1_COUNT5;
			else if (CC_LEVEL_DATAHANDLER_PLAYER_2_LvlProgress == 7) CC_LEVEL_DATAHANDLER_PLAYER_2_LevelData_OutBus = DATALVL1_COUNT6;
			else if (CC_LEVEL_DATAHANDLER_PLAYER_2_LvlProgress == 8) CC_LEVEL_DATAHANDLER_PLAYER_2_LevelData_OutBus = DATALVL1_COUNT7;
			else if (CC_LEVEL_DATAHANDLER_PLAYER_2_LvlProgress == 9) CC_LEVEL_DATAHANDLER_PLAYER_2_LevelData_OutBus = DATALVL1_COUNT8;
			else if (CC_LEVEL_DATAHANDLER_PLAYER_2_LvlProgress == 10) CC_LEVEL_DATAHANDLER_PLAYER_2_LevelData_OutBus = DATALVL1_COUNT9;
			else CC_LEVEL_DATAHANDLER_PLAYER_2_LevelData_OutBus = 0;
		end
	4: begin
			if(CC_LEVEL_DATAHANDLER_PLAYER_2_LvlProgress == 1) CC_LEVEL_DATAHANDLER_PLAYER_2_LevelData_OutBus			= DATALVL2_COUNT0;
			else if (CC_LEVEL_DATAHANDLER_PLAYER_2_LvlProgress == 2) CC_LEVEL_DATAHANDLER_PLAYER_2_LevelData_OutBus 	= DATALVL2_COUNT1;
			else if (CC_LEVEL_DATAHANDLER_PLAYER_2_LvlProgress == 3) CC_LEVEL_DATAHANDLER_PLAYER_2_LevelData_OutBus 	= DATALVL2_COUNT2;
			else if (CC_LEVEL_DATAHANDLER_PLAYER_2_LvlProgress == 4) CC_LEVEL_DATAHANDLER_PLAYER_2_LevelData_OutBus 	= DATALVL2_COUNT3;
			else if (CC_LEVEL_DATAHANDLER_PLAYER_2_LvlProgress == 5) CC_LEVEL_DATAHANDLER_PLAYER_2_LevelData_OutBus 	= DATALVL2_COUNT4;
			else if (CC_LEVEL_DATAHANDLER_PLAYER_2_LvlProgress == 6) CC_LEVEL_DATAHANDLER_PLAYER_2_LevelData_OutBus 	= DATALVL2_COUNT5;
			else if (CC_LEVEL_DATAHANDLER_PLAYER_2_LvlProgress == 7) CC_LEVEL_DATAHANDLER_PLAYER_2_LevelData_OutBus 	= DATALVL2_COUNT6;
			else if (CC_LEVEL_DATAHANDLER_PLAYER_2_LvlProgress == 8) CC_LEVEL_DATAHANDLER_PLAYER_2_LevelData_OutBus 	= DATALVL2_COUNT7;
			else if (CC_LEVEL_DATAHANDLER_PLAYER_2_LvlProgress == 9) CC_LEVEL_DATAHANDLER_PLAYER_2_LevelData_OutBus 	= DATALVL2_COUNT8;
			else if (CC_LEVEL_DATAHANDLER_PLAYER_2_LvlProgress == 10) CC_LEVEL_DATAHANDLER_PLAYER_2_LevelData_OutBus = DATALVL2_COUNT9;
			else if (CC_LEVEL_DATAHANDLER_PLAYER_2_LvlProgress == 11) CC_LEVEL_DATAHANDLER_PLAYER_2_LevelData_OutBus = DATALVL2_COUNT10;
			else if (CC_LEVEL_DATAHANDLER_PLAYER_2_LvlProgress == 12) CC_LEVEL_DATAHANDLER_PLAYER_2_LevelData_OutBus = DATALVL2_COUNT11;
			else if (CC_LEVEL_DATAHANDLER_PLAYER_2_LvlProgress == 13) CC_LEVEL_DATAHANDLER_PLAYER_2_LevelData_OutBus = DATALVL2_COUNT12;
			else if (CC_LEVEL_DATAHANDLER_PLAYER_2_LvlProgress == 14) CC_LEVEL_DATAHANDLER_PLAYER_2_LevelData_OutBus = DATALVL2_COUNT13;
			else if (CC_LEVEL_DATAHANDLER_PLAYER_2_LvlProgress == 15) CC_LEVEL_DATAHANDLER_PLAYER_2_LevelData_OutBus = DATALVL2_COUNT14;
			else CC_LEVEL_DATAHANDLER_PLAYER_2_LevelData_OutBus = 0;
		end
	6: begin
			if(CC_LEVEL_DATAHANDLER_PLAYER_2_LvlProgress == 1) CC_LEVEL_DATAHANDLER_PLAYER_2_LevelData_OutBus			= DATALVL3_COUNT0;
			else if (CC_LEVEL_DATAHANDLER_PLAYER_2_LvlProgress == 2) CC_LEVEL_DATAHANDLER_PLAYER_2_LevelData_OutBus 	= DATALVL3_COUNT1;
			else if (CC_LEVEL_DATAHANDLER_PLAYER_2_LvlProgress == 3) CC_LEVEL_DATAHANDLER_PLAYER_2_LevelData_OutBus 	= DATALVL3_COUNT2;
			else if (CC_LEVEL_DATAHANDLER_PLAYER_2_LvlProgress == 4) CC_LEVEL_DATAHANDLER_PLAYER_2_LevelData_OutBus 	= DATALVL3_COUNT3;
			else if (CC_LEVEL_DATAHANDLER_PLAYER_2_LvlProgress == 5) CC_LEVEL_DATAHANDLER_PLAYER_2_LevelData_OutBus 	= DATALVL3_COUNT4;
			else if (CC_LEVEL_DATAHANDLER_PLAYER_2_LvlProgress == 6) CC_LEVEL_DATAHANDLER_PLAYER_2_LevelData_OutBus 	= DATALVL3_COUNT5;
			else if (CC_LEVEL_DATAHANDLER_PLAYER_2_LvlProgress == 7) CC_LEVEL_DATAHANDLER_PLAYER_2_LevelData_OutBus 	= DATALVL3_COUNT6;
			else if (CC_LEVEL_DATAHANDLER_PLAYER_2_LvlProgress == 8) CC_LEVEL_DATAHANDLER_PLAYER_2_LevelData_OutBus 	= DATALVL3_COUNT7;
			else if (CC_LEVEL_DATAHANDLER_PLAYER_2_LvlProgress == 9) CC_LEVEL_DATAHANDLER_PLAYER_2_LevelData_OutBus 	= DATALVL3_COUNT8;
			else if (CC_LEVEL_DATAHANDLER_PLAYER_2_LvlProgress == 10) CC_LEVEL_DATAHANDLER_PLAYER_2_LevelData_OutBus = DATALVL3_COUNT9;
			else if (CC_LEVEL_DATAHANDLER_PLAYER_2_LvlProgress == 11) CC_LEVEL_DATAHANDLER_PLAYER_2_LevelData_OutBus = DATALVL3_COUNT10;
			else if (CC_LEVEL_DATAHANDLER_PLAYER_2_LvlProgress == 12) CC_LEVEL_DATAHANDLER_PLAYER_2_LevelData_OutBus = DATALVL3_COUNT11;
			else if (CC_LEVEL_DATAHANDLER_PLAYER_2_LvlProgress == 13) CC_LEVEL_DATAHANDLER_PLAYER_2_LevelData_OutBus = DATALVL3_COUNT12;
			else if (CC_LEVEL_DATAHANDLER_PLAYER_2_LvlProgress == 14) CC_LEVEL_DATAHANDLER_PLAYER_2_LevelData_OutBus = DATALVL3_COUNT13;
			else if (CC_LEVEL_DATAHANDLER_PLAYER_2_LvlProgress == 15) CC_LEVEL_DATAHANDLER_PLAYER_2_LevelData_OutBus = DATALVL3_COUNT14;
			else if (CC_LEVEL_DATAHANDLER_PLAYER_2_LvlProgress == 16) CC_LEVEL_DATAHANDLER_PLAYER_2_LevelData_OutBus = DATALVL3_COUNT15;
			else if (CC_LEVEL_DATAHANDLER_PLAYER_2_LvlProgress == 17) CC_LEVEL_DATAHANDLER_PLAYER_2_LevelData_OutBus = DATALVL3_COUNT16;
			else if (CC_LEVEL_DATAHANDLER_PLAYER_2_LvlProgress == 18) CC_LEVEL_DATAHANDLER_PLAYER_2_LevelData_OutBus = DATALVL3_COUNT17;
			else if (CC_LEVEL_DATAHANDLER_PLAYER_2_LvlProgress == 19) CC_LEVEL_DATAHANDLER_PLAYER_2_LevelData_OutBus = DATALVL3_COUNT18;
			else if (CC_LEVEL_DATAHANDLER_PLAYER_2_LvlProgress == 20) CC_LEVEL_DATAHANDLER_PLAYER_2_LevelData_OutBus = DATALVL3_COUNT19;
			else CC_LEVEL_DATAHANDLER_PLAYER_2_LevelData_OutBus = 0;
		end
	default: CC_LEVEL_DATAHANDLER_PLAYER_2_LevelData_OutBus = 0;
	endcase
end
endmodule 
[flow/run.sh]
#!/bin/bash
# OpenROAD 26Q1-2900-gdf79404cd8, Yosys 0.63+post, stock flow scripts
make -C /OpenROAD-flow-scripts/flow DESIGN_CONFIG=/design/flow/config.mk WORK_HOME=/design/flow/orfs finish
==> out/qor.txt <==
Die Ht - 80 µm
WHS Endpoint - CC_LEVEL_DATAHANDLER_PLAYER_2_LevelData_OutBus[3]
Cells on Worst Hold Path - 5
Min-delay src - CC_LEVEL_DATAHANDLER_PLAYER_2_LvlProgress[0]
Core area - 3420 µm²
Synth cell count leaders - buf_4, nor2b_1, nor4b_1
CP Class - input pin to primary output
Minimum clock period - 2980 ps
Post-CTS sizing - 0
Largest net degree at the start of global routing - 11
Synthesized instance count - 43
Tcrit/Tclk final - 96.3%
Fp util - 9.27%
Total track usage - 2.98%
Sum Neg Setup Slack - 0 ps
YS chip area - 317 µm²
Antenna violations before repair - 0
Fillers - 401
Grt ovf - 0
Design Power - 0.0497 mW
CP Max Fanout - 10
Share of post-route cells with drive strength above 1 - 25.0%
Final WS setup - 116 ps
Residual DRC - 0
Biggest area consumer among synthesized cells - buf_4
ANT nets after route - 0
Die area - 6400 µm²
Synth warn - 1
Top-area cell share - 11.9%
WP data arrival - 2360 ps
Antenna Cells - 0
Post-synth area hogs - buf_4, nor4b_1, and4bb_2
Peak VDD IR - 0.0000236 V
Hold Violations, Final - 0
# clk buffers - 0
Vias in the first global route - 346
Tool warnings - 32
Worst slack, placed - 65.5 ps
DR pass1 iterations - 4
Synth cell types - 29
GPL Wtd Cong - 0.697
WL/cell - 9.94 µm
Flop count - 0
Die Span X - 80 µm
Cell area power density - 95.2 nW/µm²
Most common cell in the synthesized netlist - buf_4
Adder share - 0%
Pleak - 0.178 nW
# IOs - 16
Hold Crit Class - input pin to primary output
Mapped cell area - 317 µm²
Status - completed
Area growth syn-to-layout - 64.8%
Port buffer count - 12
Flop area - 0 µm²
Via count - 358
Final setup fails - 0
Comb area leader - simple AND/OR/NAND/NOR gates
Post-CTS Setup Bufs - 0
MUX share of area - 3.56%
Cts hold-fix bufs - 0
Final Max Tran Viols - 0
Critical Path Source Type - input pin
Crit end category - primary output
Std-Cell Rows - 21
Post-DP HPWL - 853 µm
Max frequency - 335 MHz
Global-route wire length before repair - 1.60 mm
Max capacitance violation total - 0
Yosys xor share - 2.77%
Worst Path Required - 2480 ps
Post-Synth AOI/OAI Area - 26.1%
Vias per cell - 3.51
Iteration-0 DRC Markers - 40
Simple Share, Synth - 48.6%
RSZ-0062 raised after global routing - no
Overall routed net length - 1.01 mm
Syn Area/Cell - 7.36 µm²
Seq share, synth - 0%
Yosys cell count - 43
[worst max path at each step]
stage                                       startpoint                                           endpoint  slack [ps]  depth (start not counted)
6_report  CC_LEVEL_DATAHANDLER_PLAYER_2_LvlProgress[2]  CC_LEVEL_DATAHANDLER_PLAYER_2_LevelData_OutBus[1]         120                          6
5_1_grt   CC_LEVEL_DATAHANDLER_PLAYER_2_LvlProgress[3]  CC_LEVEL_DATAHANDLER_PLAYER_2_LevelData_OutBus[0]          10                          6
4_1_cts   CC_LEVEL_DATAHANDLER_PLAYER_2_LvlProgress[0]  CC_LEVEL_DATAHANDLER_PLAYER_2_LevelData_OutBus[3]          60                          5
[cell families after synthesis]
group                     count (synthesis)
muxes                                     1
buffers and inverters                     9
other                                     1
xor gates and xnor gates                  1
and+or+nand+nor                          20
AOI/OAI and AO/OA                        11
[final cells by class]
type | count | area [µm²] | share of cell area, %
inverter | 1 | 3.75 | 0.719
multi-input combinational | 37 | 289 | 55.4
tap | 46 | 57.6 | 11.0
timing repair buffer | 18 | 171 | 32.9
[cell usage in the layout, fill, tap and decap left out]
cell             Yosys  layout
a211oi_1             1       1
a21o_1               1       1
a21oi_1              1       1
a21oi_2              1       1
a221oi_1             1       1
a22oi_2              0       1
and2b_2              1       1
and3b_1              1       1
and4bb_2             2       2
buf_4                5       5
buf_6                0       1
clkdlybuf4s50_1      0      11
conb_1               1       4
dlymetal6s2s_1       0       1
inv_1                1       1
mux2_2               1       1
nand2_1              2       2
nand2b_1             2       2
nand4_1              2       2
nor2b_1              3       3
nor3b_1              1       1
nor4b_1              3       2
nor4b_2              0       1
nor4bb_2             0       1
o21ai_0              1       1
o21bai_1             2       2
o221ai_1             1       1
o32ai_1              1       1
or3_1                1       1
or4b_1               1       1
xnor2_1              1       1
[power by group]
part / internal (mW) / leakage [nW] / total (mW) / switching [mW]
clock network: 0 / 0 / 0 / 0
logic: 0.0288 / 0.178 / 0.0497 / 0.0208
registers: 0 / 0 / 0 / 0
[per-layer routing]
layer	vias to the layer above	track usage [%]	share of wire, %
li1	183	-	-
met1	160	4.68	53
met2	15	3.93	37
met3	0	1.02	10
met4	0	0	0
met5	-	0	0
[worst max-delay path, stage by stage]
cell and delay [ps]:
clkdlybuf4s50_1 500, buf_6 150, mux2_2 350, a22oi_2 170, o221ai_1 130, clkdlybuf4s50_1 430
[through the flow]
step | instance area (µm²) | hold slack, ps | instances | utilization (%)
2_1_floorplan | 328 | 1250 | 46 | -
3_3_place_gp | 498 | 2290 | 102 | 14.6
3_5_place_dp | 498 | 2280 | 102 | 14.6
4_1_cts | 498 | 2290 | 102 | 14.6
5_1_grt | 522 | 2230 | 102 | 15.3
6_report | 522 | 2160 | 102 | 15.3
Power and IR drop assume default switching activity.
