## run.sh

```bash
#!/bin/bash
# OpenROAD 26Q1-2900-gdf79404cd8, Yosys 0.63+post, stock flow scripts
make -C /OpenROAD-flow-scripts/flow DESIGN_CONFIG=/design/flow/config.mk WORK_HOME=/design/flow/orfs finish
```

## constraint.sdc

```tcl
current_design CC_WINNERCOMPARATOR

set clk_period 1.3
set clk_io_pct 0.2

create_clock -name clk0 -period $clk_period

set non_clock_inputs [all_inputs -no_clocks]
set_input_delay [expr $clk_period * $clk_io_pct] -clock clk0 $non_clock_inputs
set_output_delay [expr $clk_period * $clk_io_pct] -clock clk0 [all_outputs]
```

## design.v

```verilog
module CC_WINNERCOMPARATOR(
	CC_WINNERCOMPARATOR_Data0_outBus,
	CC_WINNERCOMPARATOR_Data1_outBus,
	CC_WINNERCOMPARATOR_Data2_outBus,
	CC_WINNERCOMPARATOR_Data3_outBus,
	CC_WINNERCOMPARATOR_Data4_outBus,
	CC_WINNERCOMPARATOR_Data5_outBus,
	CC_WINNERCOMPARATOR_Data6_outBus,
	CC_WINNERCOMPARATOR_Data7_outBus,
	CC_WINNERCOMPARATOR_DataPLAYER1_In,
	CC_WINNERCOMPARATOR_DataPLAYER2_In
);
parameter WINNER_PLAYER_1_DATA0   = 8'b11110010;
parameter WINNER_PLAYER_1_DATA1   = 8'b00100110;
parameter WINNER_PLAYER_1_DATA2 	 = 8'b00101010;
parameter WINNER_PLAYER_1_DATA3   = 8'b00100010;
parameter WINNER_PLAYER_1_DATA4   = 8'b00100010;
parameter WINNER_PLAYER_1_DATA5   = 8'b10100010;
parameter WINNER_PLAYER_1_DATA6   = 8'b10100010;
parameter WINNER_PLAYER_1_DATA7   = 8'b11101111;
parameter WINNER_PLAYER_2_DATA0   = 8'b11111111;
parameter WINNER_PLAYER_2_DATA1   = 8'b00100001;
parameter WINNER_PLAYER_2_DATA2   = 8'b00100001;
parameter WINNER_PLAYER_2_DATA3   = 8'b00101111;
parameter WINNER_PLAYER_2_DATA4   = 8'b00101111;
parameter WINNER_PLAYER_2_DATA5   = 8'b10101000;
parameter WINNER_PLAYER_2_DATA6   = 8'b10101000;
parameter WINNER_PLAYER_2_DATA7   = 8'b11101111;
output reg 	[7:0]	CC_WINNERCOMPARATOR_Data0_outBus;
output reg 	[7:0]	CC_WINNERCOMPARATOR_Data1_outBus;
output reg 	[7:0]	CC_WINNERCOMPARATOR_Data2_outBus;
output reg 	[7:0]	CC_WINNERCOMPARATOR_Data3_outBus;
output reg 	[7:0]	CC_WINNERCOMPARATOR_Data4_outBus;
output reg 	[7:0]	CC_WINNERCOMPARATOR_Data5_outBus;
output reg	[7:0]	CC_WINNERCOMPARATOR_Data6_outBus;
output reg 	[7:0]	CC_WINNERCOMPARATOR_Data7_outBus;
input 	[5:0]CC_WINNERCOMPARATOR_DataPLAYER1_In;
input		[5:0]CC_WINNERCOMPARATOR_DataPLAYER2_In;
always @(*)
begin
	if(CC_WINNERCOMPARATOR_DataPLAYER1_In > CC_WINNERCOMPARATOR_DataPLAYER2_In)begin
		CC_WINNERCOMPARATOR_Data0_outBus = WINNER_PLAYER_1_DATA0;
		CC_WINNERCOMPARATOR_Data1_outBus = WINNER_PLAYER_1_DATA1;
		CC_WINNERCOMPARATOR_Data2_outBus = WINNER_PLAYER_1_DATA2;
		CC_WINNERCOMPARATOR_Data3_outBus = WINNER_PLAYER_1_DATA3;
		CC_WINNERCOMPARATOR_Data4_outBus = WINNER_PLAYER_1_DATA4;
		CC_WINNERCOMPARATOR_Data5_outBus = WINNER_PLAYER_1_DATA5;
		CC_WINNERCOMPARATOR_Data6_outBus = WINNER_PLAYER_1_DATA6;
		CC_WINNERCOMPARATOR_Data7_outBus = WINNER_PLAYER_1_DATA7;
	end
	else begin
		CC_WINNERCOMPARATOR_Data0_outBus = WINNER_PLAYER_2_DATA0;
		CC_WINNERCOMPARATOR_Data1_outBus = WINNER_PLAYER_2_DATA1;
		CC_WINNERCOMPARATOR_Data2_outBus = WINNER_PLAYER_2_DATA2;
		CC_WINNERCOMPARATOR_Data3_outBus = WINNER_PLAYER_2_DATA3;
		CC_WINNERCOMPARATOR_Data4_outBus = WINNER_PLAYER_2_DATA4;
		CC_WINNERCOMPARATOR_Data5_outBus = WINNER_PLAYER_2_DATA5;
		CC_WINNERCOMPARATOR_Data6_outBus = WINNER_PLAYER_2_DATA6;
		CC_WINNERCOMPARATOR_Data7_outBus = WINNER_PLAYER_2_DATA7;
	end
end
endmodule  
```

## config.mk

```make
export PLATFORM = sky130hd
export DESIGN_NAME = CC_WINNERCOMPARATOR
export DESIGN_NICKNAME = CC_WINNERCOMPARATOR
export VERILOG_FILES = /design/flow/design.v
export SDC_FILE = /design/flow/constraint.sdc
export NUM_CORES = 4
export LEC_CHECK = 1
export CORE_AREA = 10 10 70 70
export DIE_AREA = 0 0 80 80
```

==> reports/results.txt <==
Crit-path slowest cell: or2_4
hold slack: 1.17 ns
VDD IR max: 0.0000806 V
Tot Pwr: 363 uW
Starting Density: 18.7%
Inserted Diodes: 0
P per Cell Area: 400 mW/mm2
hold path start: CC_WINNERCOMPARATOR_DataPLAYER1_In[5]
Iteration-0 DRC Markers: 2
Slew Viols, Final: 0
LEAKAGE: 0.477 nW
worst slack at placement: -1.36 ns
Seq/Total Area, Yosys: 0%
area leader, netlist: buf_4
startpoint types: primary input
final std cells w/o fill: 154
Hold WC Path Type: in -> out
DR vias: 417
GP Congestion: 0.693
clock buf count: 0
registers: 0
yosys synthesis chip area: 638 um2
HPWL Detailed: 1430 um
initial antenna violation count: 0
RSZ-0062 raised after global routing: true
Cells after Synth: 88
CP cell instances: buf_2 -> ha_4 -> nand4_1 -> or2_4 -> o31ai_4 -> buf_6 -> buf_6 -> buf_6 -> buf_6
Reg area: 0 um2
synth-to-layout area growth: 42.0%
grt ovf: 0
Buffers on Ports: 31
crit path to: CC_WINNERCOMPARATOR_Data5_outBus[3]
Critical Path Sink Type: output port
post-synth top area share: 72.9%
antenna viol nets, final: 0
placed insts: 146
core footprint: 0.00342 mm2
largest net degree at the start of global routing: 6
DRC Markers: 0
row count: 21
final setup margin: -0.504 ns
Log Warnings: 35
dpl cell area: 811 um2
critical path peak fanout: 3
Fin Setup TNS: -8.24 ns
vias per cell: 2.71
total global-route track usage: 4.04%
Final Core Density: 26.5%
Setup violations, final: 19
Setup crit start: CC_WINNERCOMPARATOR_DataPLAYER1_In[2]
share of cells above drive strength 1: 47.2%
vias in the first global route: 477
I/O Pins: 76
Tcrit/Tclk final: 139%
Largest delay share family, worst path: buffers and inverters
post-synth cell types: 13
Critical Path Stages: 9
CP required: 1.04 ns
Chip Area: 0.00640 mm2
Die Y: 80 um
failing checks: setup timing
CP max stage delay: 0.31 ns
final instance area: 906 um2
most frequent cell after synthesis: buf_4
Ys Warns: 1
outcome: finished with violations
Avg WL per Cell: 10.1 um
final hold violation count: 0
Post-synth top cells: 62 x buf_4, 7 x inv_1, 6 x ha_1
number of detailed-route iterations in the first pass: 2
final WL: 1560 um
Mapped Area: 638 um2
CP Class: in -> out
Max-Cap Viols: 0
number of buffers and inverters on the critical path: 5
Tmin final: 1.80 ns
Fmax: 554 MHz
Die X: 80 um
cell total in the yosys stat output: 88
Mean Syn Cell Area: 7.25 um2
CP Data Arrival Time: 1.54 ns
Top area cell types: buf_4 73%, ha_1 12%, inv_1 4.1%, a21oi_1 1.6%, o31a_1 1.4%
most used cell, CP: buf_6
first-pass GRT wire length: 2210 um
kinds of logic after synthesis:
kind of cell,share of synthesized area (%)
AND-OR/OR-AND,5.30
adder cells (fa/ha/maj),11.8
buffers and inverters,77.1
other,1.18
AND/OR/NAND/NOR,4.71
what timing repair did:
item | CTS | global route
hold buffers | 0 | 0
endpoints found under the setup margin | 19 | 19
pin swaps | 11 | 2
resized | 127 | 3
gates cloned | 1 | 0
buffers inserted | 8 | 0
metal layers:
layer  vias to the layer above  GRT usage [%]  part of all wire, %
li1                        206              -                    -
met1                       173           4.81                   39
met2                        38           7.06                   48
met3                         0           1.59                   13
met4                         0              0                    0
met5                         -              0                    0
layout make-up:
cell class	instances	area [um2]
Tap cell	46	57.6
Timing Repair Buffer	39	385
Fill cell	382	2510
Inverter	7	51.3
Multi-Input combinational cell	62	412
how the worst min path moves through the flow:
stage	end	cells past startpoint
after CTS	CC_WINNERCOMPARATOR_Data2_outBus[3]	5
after global routing	CC_WINNERCOMPARATOR_Data1_outBus[0]	6
final	CC_WINNERCOMPARATOR_Data3_outBus[2]	6
power breakdown:
| part | switching, mW | internal [mW] | leakage [nW] |
|---|---|---|---|
| registers | 0 | 0 | 0 |
| logic | 0.115 | 0.248 | 0.477 |
| clock network | 0 | 0 | 0 |
layout by cell type, fill, tap and decap left out, types with 2 or more instances in the layout:
cell / count
clkdlybuf4s15_1: 2
inv_1: 2
inv_4: 2
buf_8: 2
ha_4: 5
buf_6: 24
dlygate4sd2_1: 2
buf_2: 8
nand2_1: 2
conb_1: 45
Power and IR drop assume default switching activity.
